==> ./design.v <==
module sdram_ctrl(
    input clk_100MHz,
    input rst_n,
    output reg [12:0] sdram_addr,
    output reg [1:0] sdram_ba,
    output reg sdram_cas_n,
    output reg sdram_cke,
    output reg sdram_cs_n,
    inout [15:0] sdram_dq,
    output reg sdram_ras_n,
    output reg sdram_we_n,
    input [23:0] addr,
    input wr_req,
    input [15:0] wr_data,
    input rd_req,
    output reg [15:0] rd_data,
    output reg rd_ready,
    output reg wr_done
);
parameter tRP = 3'd3;     
parameter tRCD = 3'd3;    
parameter tCAS = 3'd3;    
parameter tRAS = 3'd7;    
parameter tREF = 12'd780;  
localparam INIT=0, IDLE=1, ACTIVE=2, READ=3, WRITE=4, PRECHARGE=5, REFRESH=6;
reg [2:0] state;
reg [3:0] init_cnt;
reg [2:0] cas_counter;
reg [11:0] refresh_counter;
reg [15:0] sdram_dq_out;
reg sdram_dq_oe;
assign sdram_dq = sdram_dq_oe ? sdram_dq_out : 16'bz;
always @(posedge clk_100MHz or negedge rst_n) begin
    if(!rst_n) begin
        state <= INIT;
        init_cnt <= 0;
        refresh_counter <= 0;
        {sdram_cs_n, sdram_ras_n, sdram_cas_n, sdram_we_n} <= 4'b1111;
        sdram_cke <= 1'b1;
        sdram_dq_oe <= 1'b0;
        rd_ready <= 0;
        wr_done <= 0;
    end else begin
        case(state)
            INIT: begin
                if(init_cnt < 15) init_cnt <= init_cnt + 1;
                case(init_cnt)
                    0: {sdram_cs_n, sdram_ras_n, sdram_cas_n, sdram_we_n} <= 4'b0111;  
                    2,4,6,8: {sdram_cs_n, sdram_ras_n, sdram_cas_n, sdram_we_n} <= 4'b0011;  
                    10: begin
                        sdram_addr <= 13'b0000_0010_0011;  
                        {sdram_cs_n, sdram_ras_n, sdram_cas_n, sdram_we_n} <= 4'b0000;  
                    end
                    12: state <= IDLE;
                endcase
            end
            IDLE: begin
                refresh_counter <= (refresh_counter < tREF) ? refresh_counter + 1 : 0;
                if(refresh_counter == tREF) state <= REFRESH;
                else if(wr_req) begin
                    sdram_addr <= addr[21:9];
                    sdram_ba <= addr[23:22];
                    {sdram_cs_n, sdram_ras_n, sdram_cas_n, sdram_we_n} <= 4'b0011;  
                    state <= ACTIVE;
                end
                else if(rd_req) begin
                    sdram_addr <= addr[21:9];
                    sdram_ba <= addr[23:22];
                    {sdram_cs_n, sdram_ras_n, sdram_cas_n, sdram_we_n} <= 4'b0011;  
                    state <= ACTIVE;
                end
            end
            ACTIVE: begin
                if(wr_req) begin
                    sdram_addr <= {3'b000, addr[8:0]};
                    sdram_dq_out <= wr_data;
                    sdram_dq_oe <= 1'b1;
                    {sdram_cs_n, sdram_ras_n, sdram_cas_n, sdram_we_n} <= 4'b0100;  
                    state <= WRITE;
                end else begin
                    sdram_addr <= {3'b000, addr[8:0]};
                    {sdram_cs_n, sdram_ras_n, sdram_cas_n, sdram_we_n} <= 4'b0101;  
                    cas_counter <= 0;
                    state <= READ;
                end
            end
            READ: begin
                if(cas_counter < tCAS) cas_counter <= cas_counter + 1;
                else begin
                    rd_data <= sdram_dq;
                    rd_ready <= 1'b1;
                    {sdram_cs_n, sdram_ras_n, sdram_cas_n, sdram_we_n} <= 4'b0111;  
                    state <= PRECHARGE;
                end
            end
            WRITE: begin
                wr_done <= 1'b1;
                {sdram_cs_n, sdram_ras_n, sdram_cas_n, sdram_we_n} <= 4'b0111;  
                state <= PRECHARGE;
            end
            PRECHARGE: begin
                rd_ready <= 0;
                wr_done <= 0;
                sdram_dq_oe <= 0;
                state <= IDLE;
            end
            REFRESH: begin
                {sdram_cs_n, sdram_ras_n, sdram_cas_n, sdram_we_n} <= 4'b0011;
                state <= IDLE;
            end
        endcase
    end
end
endmodule
module top(
    input CLOCK_50,
    input [3:0] KEY,
    output [12:0] DRAM_ADDR,
    output [1:0] DRAM_BA,
    output DRAM_CAS_N,
    output DRAM_CKE,
    output DRAM_CS_N,
    inout [15:0] DRAM_DQ,
    output DRAM_RAS_N,
    output DRAM_WE_N,
    input FPGA_UART_RX,
    output FPGA_UART_TX
);
wire clk_100MHz;
wire locked;
wire [7:0] uart_rx_data;
wire uart_rx_valid;
uart_rx u_rx(
    .clk(CLOCK_50),
    .rst_n(KEY[0]),
    .rx(FPGA_UART_RX),
    .data(uart_rx_data),
    .data_valid(uart_rx_valid)
);
wire [23:0] sdram_addr;
wire [15:0] sdram_wr_data;
wire wr_req;
wire rd_req;
wire wr_done;
wire rd_ready;
wire [15:0] sdram_rd_data;
sdram_ctrl controller(
    .clk_100MHz(clk_100MHz),
    .rst_n(KEY[0] & locked),
    .sdram_addr(DRAM_ADDR),
    .sdram_ba(DRAM_BA),
    .sdram_cas_n(DRAM_CAS_N),
    .sdram_cke(DRAM_CKE),
    .sdram_cs_n(DRAM_CS_N),
    .sdram_dq(DRAM_DQ),
    .sdram_ras_n(DRAM_RAS_N),
    .sdram_we_n(DRAM_WE_N),
    .addr(sdram_addr),
    .wr_req(wr_req),
    .wr_data(sdram_wr_data),
    .rd_req(rd_req),
    .rd_data(sdram_rd_data),
    .rd_ready(rd_ready),
    .wr_done(wr_done)
);
reg [23:0] cmd_addr;
reg [15:0] cmd_data;
reg cmd_wr;
reg cmd_rd;
always @(posedge CLOCK_50) begin
    if(uart_rx_valid) begin
    end
end
uart_tx u_tx(
    .clk(CLOCK_50),
    .rst_n(KEY[0]),
    .data(sdram_rd_data[7:0]),
    .send(rd_ready),
    .tx(FPGA_UART_TX),
    .busy()
);
endmodule
module uart_rx(
    input clk,
    input rst_n,
    input rx,
    output reg [7:0] data,
    output reg data_valid
);
parameter CLK_FREQ = 50_000_000;
parameter BAUD_RATE = 57600;
localparam BAUD_TICK = CLK_FREQ/(BAUD_RATE*16);
reg [15:0] baud_counter;
reg [3:0] bit_index;
reg rx_busy;
reg [1:0] rx_sync;
always @(posedge clk or negedge rst_n) begin
    if (!rst_n) begin
        data_valid <= 0;
        rx_busy <= 0;
        baud_counter <= 0;
        bit_index <= 0;
        rx_sync <= 2'b11;
    end else begin
        data_valid <= 0;
        rx_sync <= {rx_sync[0], rx};
        if (rx_busy) begin
            if (baud_counter == BAUD_TICK-1) begin
                baud_counter <= 0;
                if (bit_index == 8) begin
                    rx_busy <= 0;
                    data_valid <= 1;
                end else begin
                    data[bit_index] <= rx_sync[1];
                    bit_index <= bit_index + 1;
                end
            end else begin
                baud_counter <= baud_counter + 1;
            end
        end else if (!rx_sync[1] && rx_sync[0]) begin  
            rx_busy <= 1;
            bit_index <= 0;
            baud_counter <= BAUD_TICK/2;
        end
    end
end
endmodule
module uart_tx(
    input clk,
    input rst_n,
    input [7:0] data,
    input send,
    output reg tx,
    output reg busy
);
parameter CLK_FREQ = 50_000_000;
parameter BAUD_RATE = 57600;
localparam BAUD_TICK = CLK_FREQ/(BAUD_RATE*16);
reg [15:0] baud_counter;
reg [3:0] bit_index;
reg [9:0] tx_shift;
always @(posedge clk or negedge rst_n) begin
    if (!rst_n) begin
        tx <= 1'b1;
        busy <= 0;
    end else begin
        if (busy) begin
            if (baud_counter == BAUD_TICK-1) begin
                baud_counter <= 0;
                if (bit_index == 9) begin
                    busy <= 0;
                    tx <= 1'b1;
                end else begin
                    tx <= tx_shift[bit_index];
                    bit_index <= bit_index + 1;
                end
            end else begin
                baud_counter <= baud_counter + 1;
            end
        end else if (send) begin
            tx_shift <= {1'b1, data, 1'b0};
            busy <= 1;
            bit_index <= 0;
            baud_counter <= 0;
        end
    end
end
endmodule
==> ./run.sh <==
#!/bin/bash
# OpenROAD 26Q1-2900-gdf79404cd8, Yosys 0.63+post, stock flow scripts
make -C /OpenROAD-flow-scripts/flow DESIGN_CONFIG=/design/flow/config.mk WORK_HOME=/design/flow/orfs finish
==> ./config.mk <==
export PLATFORM = sky130hd
export DESIGN_NAME = top
export DESIGN_NICKNAME = top
export VERILOG_FILES = /design/flow/design.v
export SDC_FILE = /design/flow/constraint.sdc
export NUM_CORES = 4
export LEC_CHECK = 1
export CORE_AREA = 10 10 112 112
export DIE_AREA = 0 0 122 122
==> ./constraint.sdc <==
current_design top

set clk_period 3.0
set clk_io_pct 0.2

create_clock -name clk0 -period $clk_period [get_ports {CLOCK_50}]

set non_clock_inputs [all_inputs -no_clocks]
set_input_delay [expr $clk_period * $clk_io_pct] -clock clk0 $non_clock_inputs
set_output_delay [expr $clk_period * $clk_io_pct] -clock clk0 [all_outputs]
==> ci_impl_report.md <==
### Yosys + OpenROAD results

| Metric | Value |
|---|---|
| Sum Neg Setup Slack | 0 ns |
| # DRC | 0 |
| Syn Area/Cell | 9.86 um^2 |
| Critical-path maximum fanout | 16 |
| Xor/xnor share | 9.07% |
| Outcome | finished clean |
| WL/cell | 7.96 um |
| # setup viols final | 0 |
| IO buf count | 2 |
| M2 GR Usage | 4.91% |
| Adder share | 3.45% |
| Worst VDD drop | 0.216 mV |
| Required time of the worst setup path | 3.00 ns |
| Met3 GRT Util | 1.22% |
| RD Place Congestion | 0.791 |
| Detailed Route Iter0 Violations | 73 |
| Total grt overflow | 0 |
| Yosys Chip Area | 0.00145 mm^2 |
| Hold endpoint | u_tx.tx$_DFFE_PN1P_ |
| DPL Wire Length | 1.78 mm |
| Data arrival time of the critical path | 2.01 ns |
| CTS max path bufs | 2 |
| Io pins | 43 |
| Met1 usage | 3.91% |
| Critical path's top delay family | simple AND/OR/NAND/NOR gates |
| Synth mux share | 0% |
| # Post-CTS Setup Buffers | 0 |
| Cell Type Count | 26 |
| CTS Hold Bufs | 0 |
| Final WL | 2.28 mm |
| Worst r2r dst | u_tx.baud_counter[12]$_SDFFCE_PP0P_ |
| All-Layer GR Usage | 3.04% |
| Yosys stat cell total | 147 |
| Async S/R FF share, synth | 9.09% |
| First-pass iteration count of the detailed router | 4 |
| Type of origin of the critical path | register |
| Final slew viol count | 0 |
| Worst-Margin Slew | 0.518 ns |
| Fin crit period | 2.01 ns |
| RSZ-0062 raised after global routing | false |
| Die H | 122 um |
| Share of post-route cells with drive strength above 1 | 5.30% |
| MaxCap Viol Count | 0 |
| Yosys warnings | 49 |
| EDFF count, synth | 20 |
| CTS H-tree depth | 1 |
| R2R setup slack | 0.99 ns |
| Lkg Pwr | 0.510 nW |
| Vias in the first global route | 939 |
| Complex Gates by Area | 2.25% |
| Crit path cell chain | inv_1, ha_1, nor4b_1, nand4b_1, nand2_1, nor2_1 |
| Min-Delay Path Depth | 2 |
| Total tool warning count | 31 |
| Ys flop type | edfxtp_1 |
| Worst reg2reg path depth | 6 |
| Critical path's largest stage delay | 0.49 ns |
| Hold_ws | 0.495 ns |
| Pwr Density | 348 mW/mm^2 |
| Flops out of synthesis | 22 |
| Dpl cell area | 0.00150 mm^2 |
| Min-Delay Path Class | reg -> reg |
| Final hold vios | 0 |
| Late-Pin Clk Latency | 0.26 ns |
| Clock skew | 0.00491 ns |
| CP Capture Type | register |
| Hold_sp | u_tx.tx$_DFFE_PN1P_ |
| Slowest-stage cell, CP | nand2_1 |
| FF-to-FF Start | u_tx.baud_counter[1]$_SDFFCE_PP0P_ |
| Antenna Nets Post-Route | 0 |
| Post-synth seq share | 45.0% |
| Clk slew on worst S/H paths | 0.08 ns |
| Period utilisation layout | 67.0% |
| Root buf cell | clkbuf_8 |
| Rel. slew slack | 65.4% |
| Die ar. | 0.0149 mm^2 |
| Simple-Gate Area Share | 18.9% |
| Die span in x | 122 um |
| # diodes | 0 |
| Via count | 870 |
| Grt peak-use layer | met2 |
| Crit Path Class | reg -> reg |
| Area delta synth->final | 7.25% |
| CTS tree | yes |
| Global-route wire length before repair | 3.91 mm |
| Worst path bufs/invs | 1 |
| Post-synthesis cell area | 0.00145 mm^2 |
| Clock buffer count from CTS | 3 |
| Initial antenna violation count | 0 |
| Floorplan utilization | 14.2% |
| CTS sink cnt | 22 |
| Core Rows | 37 |
| Core area | 0.0102 mm^2 |
| Syn Inst Count | 147 |
| Via-to-Cell Ratio | 3.03 |
| Fmax | 498 MHz |
| Fin area | 0.00155 mm^2 |
| Largest net degree at the start of global routing | 17 |
| CTS resizes | 0 |
| Top comb family, area | buffers and inverters |
| Crit path from | u_tx.baud_counter[1]$_SDFFCE_PP0P_ |
-- per-stage QoR --
stage               instances  power, mW  util (%)  setup WS [ns]
floorplan                 181      0.369         -           1.21
global placement          283      0.343      14.7           1.00
detailed placement        283      0.342      14.7          0.997
CTS                       287      0.550      15.2          0.974
global route              287      0.564      15.2          0.808
finish                    287      0.541      15.2          0.991
-- sequential cells by signal, indices dropped and copies added, names as in the netlist --
name               cells
u_tx.baud_counter     16
u_tx.tx                1
u_tx.busy              1
u_tx.bit_index         4
-- power breakdown --
group / switching, mW / total (mW) / internal [mW]
clock: 0.0906 / 0.207 / 0.117
sequential: 0 / 0.329 / 0.329
combinational: 0.00329 / 0.00446 / 0.00116
total: 0.0939 / 0.541 / 0.447
-- cells in the final DEF, fill, tap and decap left out --
| cell type | instances |
|---|---|
| nand3_1 | 6 |
| xnor2_1 | 12 |
| o21ai_0 | 2 |
| nand3_2 | 1 |
| buf_4 | 1 |
| conb_1 | 36 |
| dfstp_2 | 1 |
| edfxtp_1 | 20 |
| a21oi_1 | 1 |
| nand4_2 | 1 |
| clkbuf_8 | 4 |
| xor2_1 | 3 |
| nor2_1 | 23 |
| dfrtp_1 | 1 |
| and2_1 | 1 |
| or3_1 | 1 |
| nand2_1 | 6 |
| clkdlybuf4s50_1 | 2 |
| o41ai_1 | 2 |
| nor3_1 | 6 |
| nand4_1 | 2 |
| nand4b_1 | 1 |
| or3b_1 | 1 |
| nor4b_1 | 1 |
| inv_1 | 7 |
| nor4_1 | 5 |
| ha_1 | 4 |
-- Yosys cell counts (2+ instances only) --
cell       n  area, um^2
nand4_1    2        12.5
nand2_1    6        22.5
o21ai_0    2        10.0
buf_4     36         270
inv_1      7        26.3
conb_1     2        7.51
edfxtp_1  20         601
ha_1       4        50.1
xor2_1     3        26.3
o41ai_1    2        17.5
xnor2_1   12         105
nor3_1     6        30.0
nor4_1     5        31.3
nand3_1    6        30.0
nor2_1    23        86.3
-- worst max path at each step --
stage	endpoint	cells past startpoint	slack (ns)
after CTS	u_tx.baud_counter[12]$_SDFFCE_PP0P_	6	0.97
after global routing	u_tx.baud_counter[4]$_SDFFCE_PP0P_	6	0.81
final	u_tx.baud_counter[12]$_SDFFCE_PP0P_	6	0.99
-- layer usage --
metal | wire length, um | part of all wire, %
met4 | 16 | 0.70
met2 | 994 | 44
met1 | 1140 | 50
met3 | 135 | 5.9
met5 | 0 | 0
-- kinds of logic (layout without fill, tap and decap cells) --
| group | Yosys count | after routing |
|---|---|---|
| buffers and inverters | 44 | 14 |
| flip-flops | 22 | 22 |
| AND/OR/NAND/NOR | 55 | 55 |
| XOR/XNOR | 15 | 15 |
| AND-OR/OR-AND | 5 | 5 |
| other | 2 | 36 |
| adder cells (fa/ha/maj) | 4 | 4 |
-- worst reg2reg max path: cells and delay by family, from the launching register on --
| family | cells | cell delay (ns) |
|---|---|---|
| buffers and inverters | 1 | 0.08 |
| AND/OR/NAND/NOR | 4 | 1.11 |
| adder cells (fa/ha/maj) | 1 | 0.14 |
| flip-flops | 1 | 0.43 |
-- area by class of cell --
cell class	instances	area (um^2)
Clock buffer	4	55.1
Fill cell	1137	8680
Inverter	7	26.3
Multi-Input combinational cell	115	623
Sequential cell	22	652
Tap cell	136	170
Timing Repair Buffer	3	27.5
Power figures rest on the tool's default switching activity, not on a simulated workload.
